==> ./design.v <==
`timescale 1ns / 1ps
module CLA_first
 #(
    parameter   ADDER_WIDTH = 8  
    )
    (
    input   wire [ADDER_WIDTH-1:0]  iA, iB, 
    input   wire                    iCarry,
    output  wire [ADDER_WIDTH-1:0]  oSum, 
    output  wire                    oCarry
);
    wire[ADDER_WIDTH:0] carry;
    wire[ADDER_WIDTH-1:0] propagate;
    wire[ADDER_WIDTH-1:0] Generate;
    genvar i;
    generate
        for (i = 0; i < ADDER_WIDTH; i = i + 1) 
        begin
        PFA partial_inst
        (
            .iA(iA[i]),
            .iB(iB[i]),
            .iCarry(carry[i]),
            .oSum(oSum[i]),
            .propagate(propagate[i]),
            .Generate(Generate[i])
        );
        end 
        endgenerate
assign carry[0] = iCarry;
generate
    for (i = 1; i <= ADDER_WIDTH; i=i+1) begin: carryThings
        assign something = propagate[i-1] & carry[i-1];  
        assign carry[i] = Generate[i-1] | something;  
    end
    endgenerate
assign oCarry= carry[ADDER_WIDTH];
endmodule
`timescale 1ns / 1ps
module CLA_inter#(
    parameter   ADDER_WIDTH = 8
    )
    (
    input   wire [ADDER_WIDTH-1:0]  iA, iB, 
    input   wire                    iCarry,
    output  wire [ADDER_WIDTH-1:0]  oSum, 
    output  wire                    oCarry
);
    wire [ADDER_WIDTH-1:0] oSum0,oSum1;
    wire c0,c1;
     CLA_first
     #( .ADDER_WIDTH(ADDER_WIDTH) ) carry1
     (
    .iA(iA[ADDER_WIDTH-1:0]),
    .iB(iB[ADDER_WIDTH-1:0]),
    .iCarry(1'b1),
    .oSum(oSum1[ADDER_WIDTH-1:0]),
    .oCarry(c1));
    CLA_first
    #( .ADDER_WIDTH(ADDER_WIDTH) )  carry0
    (
    .iA(iA[ADDER_WIDTH-1:0]),
    .iB(iB[ADDER_WIDTH-1:0]),
    .iCarry(1'b0),
    .oSum(oSum0[ADDER_WIDTH-1:0]),
    .oCarry(c0));
      assign oSum = (iCarry) ? oSum1 : oSum0;
      assign oCarry = (iCarry) ? c1 : c0;
endmodule
`timescale 1ns / 1ps
module PFA(
    input   wire    iA, 
    input wire iB, 
    input wire iCarry,
    output  wire oSum, 
    output wire Generate,
    output wire propagate
    );
    assign oSum = iA ^ iB ^ iCarry;
    assign propagate = iA|iB ;
    assign Generate = iA & iB ;
endmodule
`timescale 1ns / 1ps
module adder_32bit
#(
    parameter ADDER_WIDTH = 32, 
    parameter BLOCK_SIZE = 8
    )
    (
    input wire [ADDER_WIDTH-1:0] iA, iB,
    input wire iCarry,
    output wire [ADDER_WIDTH-1:0] oSum,
    output wire oCarry   
    );
     wire [ADDER_WIDTH/BLOCK_SIZE - 2 : 0] carry;  
     assign num_of_blocks = ADDER_WIDTH / BLOCK_SIZE;
      genvar i;
    generate
      for (i = 0; i < ADDER_WIDTH/BLOCK_SIZE; i = i + 1) 
      begin : blocks
        if(i == 0)
            CLA_first 
            #( .ADDER_WIDTH(BLOCK_SIZE) ) firstBlock
            (
            .iA(iA[BLOCK_SIZE-1:0]),
            .iB(iB[BLOCK_SIZE-1:0]),
            .iCarry(iCarry),
            .oSum(oSum[BLOCK_SIZE-1:0]),
            .oCarry(carry[0]));
        else if(i != 0 & i == ADDER_WIDTH/BLOCK_SIZE - 1)
            CLA_inter 
            #( .ADDER_WIDTH(BLOCK_SIZE))  lastBlock
            (
              .iA(iA[BLOCK_SIZE*i+BLOCK_SIZE-1:BLOCK_SIZE*i]),
              .iB(iB[BLOCK_SIZE*i+BLOCK_SIZE-1:BLOCK_SIZE*i]),
              .iCarry(carry[i-1]),
              .oSum(oSum[BLOCK_SIZE*i+BLOCK_SIZE-1:BLOCK_SIZE*i]),          
              .oCarry(oCarry)   
            );
        else
            CLA_inter 
            #( .ADDER_WIDTH(BLOCK_SIZE)) inter 
            (
              .iA(iA[BLOCK_SIZE*i+BLOCK_SIZE-1:BLOCK_SIZE*i]),
              .iB(iB[BLOCK_SIZE*i+BLOCK_SIZE-1:BLOCK_SIZE*i]),
              .iCarry(carry[i-1]),
              .oSum(oSum[BLOCK_SIZE*i+BLOCK_SIZE-1:BLOCK_SIZE*i]),          
              .oCarry(carry[i])   
            );
      end
       endgenerate
endmodule
`timescale 1ns / 1ps
module mp_subtractor #(
      parameter OPERAND_WIDTH = 512,
      parameter ADDER_WIDTH   = 32,
      parameter N_ITERATIONS  = OPERAND_WIDTH / ADDER_WIDTH
    )
    (
    input  wire                       iClk,
    input  wire                       iRst,
    input  wire                       iStart,
    input  wire [OPERAND_WIDTH-1:0]   iOpA,
    input  wire [OPERAND_WIDTH-1:0]   iOpB,
    output wire [OPERAND_WIDTH:0]     oRes,  
    output wire                       oDone);
    wire [OPERAND_WIDTH-1:0] regA_D;
    reg  [OPERAND_WIDTH-1:0] regA_Q;
    always @(posedge iClk)
    begin
        if(iRst==1)     regA_Q <= { OPERAND_WIDTH{1'b0} }; 
        else            regA_Q <= regA_D;
    end
    wire [OPERAND_WIDTH-1:0] regB_D;
    reg  [OPERAND_WIDTH-1:0] regB_Q;    
    always @(posedge iClk)
    begin
      if(iRst==1)       regB_Q <= {OPERAND_WIDTH{1'b0}}; 
      else              regB_Q <= regB_D;
    end
    reg          muxA_sel;
    wire [OPERAND_WIDTH-1:0] muxA_Out;
    assign muxA_Out = (muxA_sel == 0) ? iOpA : { {ADDER_WIDTH{1'b0}}  , regA_Q[OPERAND_WIDTH-1:ADDER_WIDTH]};
    assign regA_D = muxA_Out;
    reg          muxB_sel;
    wire  [OPERAND_WIDTH-1:0] muxB_Out;
    assign muxB_Out = (muxB_sel == 0) ? iOpB : { {ADDER_WIDTH{1'b0}}  , regB_Q[OPERAND_WIDTH-1:ADDER_WIDTH]};
    assign regB_D = muxB_Out;
    wire [ADDER_WIDTH-1:0]  operandA;
    wire [ADDER_WIDTH-1:0]  operandB;
    wire                    carry_in;
    wire [ADDER_WIDTH-1:0]  result;
    wire                    carry_out;
   adder_32bit #(.ADDER_WIDTH(ADDER_WIDTH)) 
   adder_inst (
    .iA(regB_Q), 
    .iB(regA_Q),
    .iCarry(~carry_in),
    .oSum(result),
    .oCarry(carry_out)
   );
    reg  [OPERAND_WIDTH-1:0] regResult;
    always @(posedge iClk)
    begin
        if(iRst==1)   regResult <= { OPERAND_WIDTH{1'b0} };
      else            regResult <= { result, regResult[OPERAND_WIDTH-1:ADDER_WIDTH] };
    end
    reg  regCout;
    always @(posedge iClk)
    begin
      if(iRst==1)   regCout <= 1'b0;
      else          regCout <= carry_out;
    end
    reg  muxCarry_sel;
    wire muxCarryIn;
    assign muxCarryIn = (muxCarry_sel == 0) ? 1'b0 : regCout;
    assign operandA = ~regA_Q + 1;
    assign operandB = regB_Q;
    assign carry_in = muxCarryIn;
    assign oRes = { regCout, regResult};
    localparam s_IDLE         = 3'b000;
    localparam s_STORE_OPS    = 3'b001;
    localparam s_ADD_FIRST    = 3'b010;
    localparam s_ADD_WORDS    = 3'b011;
    localparam s_DONE         = 3'b100;
    reg [2:0] rFSM_current, wFSM_next;
    always @(posedge iClk)
    begin
        if(iRst==1)	  
            rFSM_current <= s_IDLE;
        else          
            rFSM_current <= wFSM_next;
    end
    reg [$clog2(N_ITERATIONS):0] rCnt_Current, wCnt_next;
    always @(posedge iClk)
    begin
        if(iRst==1)	  
            rCnt_Current <= 0;
        else          
            rCnt_Current <= wCnt_next;
    end
    always @(*)
    begin
        case(rFSM_current)
            s_IDLE: 
              begin         
                muxA_sel = 0;
                muxB_sel = 0;
                muxCarry_sel = 0;
                wCnt_next = 0;
                if (iStart==1)
                    wFSM_next = s_STORE_OPS;
                else
                    wFSM_next = s_IDLE;
              end
            s_STORE_OPS: 
              begin
                muxA_sel = 0;
                muxB_sel = 0;
                muxCarry_sel = 0;
                wCnt_next = rCnt_Current + 1;
                wFSM_next = s_ADD_FIRST;
              end
            s_ADD_FIRST: 
              begin
                muxA_sel = 1;
                muxB_sel = 1;
                muxCarry_sel = 0;
                wCnt_next = rCnt_Current + 1;
                wFSM_next = s_ADD_WORDS;
              end
            s_ADD_WORDS: 
              begin
                muxA_sel = 1;
                muxB_sel = 1;
                muxCarry_sel = 1;
                wCnt_next = rCnt_Current + 1;
                if ( rCnt_Current < (N_ITERATIONS - 1) )
                  wFSM_next = s_ADD_WORDS;
                else
                  wFSM_next = s_DONE;
              end
            s_DONE:
              begin
                muxA_sel = 1;
                muxB_sel = 1;
                muxCarry_sel = 1;
                wCnt_next = 0;
                wFSM_next = s_IDLE;
              end  
            default: 
              begin 
                muxA_sel = 0;
                muxB_sel = 0;
                muxCarry_sel = 0;
                wCnt_next = 0;
                wFSM_next = s_IDLE;
              end
        endcase
    end
    reg regDone;
    always @(posedge iClk)
    begin
      if(iRst)    regDone <= 1'd0; 
      else        regDone <= ( rFSM_current == s_DONE ) ? 1'b1 : 1'b0;
    end
    assign oDone = regDone;
endmodule
==> ./run.sh <==
#!/bin/bash
# OpenROAD 26Q1-2900-gdf79404cd8, Yosys 0.63+post, stock flow scripts
make -C /OpenROAD-flow-scripts/flow DESIGN_CONFIG=/design/flow/config.mk WORK_HOME=/design/flow/orfs finish
==> ./config.mk <==
export PLATFORM = sky130hd
export DESIGN_NAME = mp_subtractor
export DESIGN_NICKNAME = mp_subtractor
export VERILOG_FILES = /design/flow/design.v
export SDC_FILE = /design/flow/constraint.sdc
export NUM_CORES = 4
export LEC_CHECK = 1
export CORE_AREA = 10 10 588 588
export DIE_AREA = 0 0 598 598
==> ./constraint.sdc <==
current_design mp_subtractor

set clk_period 106.5
set clk_io_pct 0.2

create_clock -name clk0 -period $clk_period [get_ports {iClk}]

set non_clock_inputs [all_inputs -no_clocks]
set_input_delay [expr $clk_period * $clk_io_pct] -clock clk0 $non_clock_inputs
set_output_delay [expr $clk_period * $clk_io_pct] -clock clk0 [all_outputs]
==> run notes <==
flow finished, numbers: status completed, maxcap violations 0, Ports 1,541, DRC viols 0, Setup Fix Bufs, Post-CTS 0, CP max FO 77, first-pass GRT wire length 356,000 um, hpwl dp 221,000 um, row count 212, # fillers 35,967, initial antenna violation count 160, core area 333,000 sq um, worst vdd ir 0.0164 mV, Final Hold Fails 0, Complex Gates by Area 9.84%, yosys simple share 22.2%, RSZ-0062 raised after global routing false, FP Core Util 14.8%, Placement Cell Area 69,000 sq um, clk buf depth 4, most numerous logic cells after layout 1,924 x nand2_1, 1,548 x dfxtp_1, 1,539 x clkdlybuf4s50_1, 961 x a21oi_1, 506 x nor2b_1, Synth flops 1,548, Skew-Pair Late Insertion Delay 0.87 ns, Mapped Area 49,200 sq um, register area 31,000 sq um, clock slew at reported path FFs 0.06 ns, yosys cell count 5,485, vias in the first global route 40,752, Seq/Total Area, Yosys 63.0%, critical path class input port to register, final antenna-violating net count 0, Slew HR 42.1%, Setup Skew 0.0960 ns, Layout Cells excl Fill 11,463, Max Fclk 39.6 MHz, GRT overflow 0, Routed WL 273,000 um, H-Tree Depth 4, Dominant comb cell simple AND/OR/NAND/NOR gates, worst setup margin 81.24 ns, Setup Viol. Count Final 0, WL/cell 23.8 um, YS chip area 49,200 sq um, Mux area share 0%, CP startpoint kind input port, Layout area overhead 52.8%, CTS tree done, Die W 598 um, Synth Area in XOR/XNOR 0.107%, DRT iter0 DRCs 2,813, slew of the pin with the lowest slew margin 0.868 ns, Final period util 23.7%, die height 598 um, I/O Buffers 1,540, Worst Hold Class register to register, Pwr per Cell Area 18.4 nW/um^2, hold_buf cts 0, total CTS buffers 181, Gate Count Post-Synth 5,485, Warnings, synthesis 12, yosys adder share 1.36%, Root Driver clkbuf_16, Die Size 358,000 sq um, placed cells 11,089, OpenROAD warnings 53, Synth cell types 26, DR vias/cell 3.61, Setup TNS Final 0 ns, drt pass-1 iters 5, Crit path arrival time 25.92 ns, total leakage power 0.0288 uW, largest net degree at the start of global routing 159, GPL Wtd Cong 0.892, vias 41,382, commonest non-fill, non-tap cell in the layout nand2_1, Req. time, crit path 107.16 ns, post-cts sizing count 0, MI comb area 16,500 sq um, pre-CTS setup slack 80.54 ns, syn_area_per_cell 8.97 sq um, layout cell share with drive strength beyond 1 5.01%, GRT Util Overall 14.8%, post-route cell area 75,200 sq um, CTS Sinks 1,548, Worst setup EP type register, Final min period 25.26 ns, Slew Viols, Final 0
==> state kept, by name (all words and copies together) (netlist names) <==
signal	flops
regCout	1
regB_Q	512
rFSM_current	5
regDone	1
regResult	512
regA_Q	512
rCnt_Current	5
==> stage by stage <==
step	hold WS, ns	total power (uW)	utilization (%)
floorplan	0.414	681	-
global placement	0.424	766	20.7
detailed placement	0.427	766	20.7
CTS	0.365	1410	22.5
global route	0.417	1440	22.6
finish	0.387	1390	22.6
==> kinds of logic after synthesis <==
family / Yosys count
AND-OR/OR-AND: 967
XOR/XNOR: 6
adder cells (fa/ha/maj): 36
buffers and inverters: 409
flip-flops: 1548
AND/OR/NAND/NOR: 2519
==> metal layers <==
layer	up-vias	wire length, um	share of wire (%)	global-route usage [%]
met5	-	345	0.13	0
met4	62	11000	4.0	4.81
met3	437	21900	8.0	4.74
met2	1614	138000	51	26.1
met1	19116	102000	37	17.1
li1	20153	-	-	-
==> power breakdown <==
part / internal, uW / total, uW / switching (uW)
registers: 610 / 630 / 19.6
logic: 59.0 / 121 / 61.6
clock network: 370 / 635 / 265
total: 1040 / 1390 / 346
==> critical path, cell delays in order <==
cell     delay, ns
buf_8         0.35
buf_4         0.58
buf_4         0.62
buf_4         0.70
buf_4         0.74
buf_4         0.66
buf_4         0.55
nor2b_1       0.11
==> cells in the mapped netlist <==
| cell | number | area share [%] |
|---|---|---|
| and2_1 | 64 | 0.81 |
| xnor2_1 | 1 | 0.018 |
| nor3_1 | 1 | 0.010 |
| nor3b_1 | 1 | 0.015 |
| a21oi_1 | 961 | 9.8 |
| clkbuf_2 | 1 | 0.010 |
| buf_6 | 5 | 0.11 |
| ha_1 | 7 | 0.18 |
| dfxtp_1 | 1548 | 63 |
| nor2_4 | 1 | 0.023 |
| or3_1 | 1 | 0.013 |
| nor2_1 | 17 | 0.13 |
| buf_1 | 15 | 0.11 |
| a41oi_1 | 1 | 0.018 |
| or2_2 | 1 | 0.013 |
| nor2b_1 | 506 | 6.4 |
| nor3_2 | 1 | 0.020 |
| nand2_1 | 1924 | 15 |
| buf_2 | 146 | 1.5 |
| buf_4 | 2 | 0.030 |
| inv_1 | 24 | 0.18 |
| xor2_1 | 5 | 0.089 |
| o21ai_0 | 5 | 0.051 |
| fa_1 | 29 | 1.2 |
| clkbuf_1 | 216 | 1.6 |
| nand3_1 | 2 | 0.020 |
==> path summary, 6_finish.rpt <==
kind	start	to	slack [ns]	cells past startpoint
min reg2reg	regA_Q[37]	regA_Q[5]	0.39	2
min	regA_Q[37]	regA_Q[5]	0.39	2
max	iRst	regResult[73]	81.24	8
max reg2reg	rFSM_current[4]	regResult[511]	93.73	41
==> cell type report <==
class                           instances  share of cell area (%)
Timing Repair Buffer                 1602                    21.2
Inverter                               24                   0.120
Clock inverter                         70                    1.22
Tap cell                             4387                    7.30
Multi-Input combinational cell       3528                    21.9
Sequential cell                      1548                    41.2
Antenna cell                           49                   0.163
Clock buffer                          255                    6.86
No activity file was given, so power comes from the tool's default toggle rates.
