## ./design.v

```verilog
module carry_bypass #(parameter ADDER_WIDTH = 32) (
    input [ADDER_WIDTH-1:0] iA, iB,
    input iCarry,
    output [ADDER_WIDTH-1:0] oSum,
    output oCarry
);
    wire [ADDER_WIDTH-1:0] sum1, sum2;
    wire [ADDER_WIDTH:0] propagate, GENERATE;
    assign propagate = iA | iB;
    assign GENERATE = {1'b0, propagate} + {propagate, 1'b0};
    ripple_carry_adder_Nb #(.ADDER_WIDTH(ADDER_WIDTH)) adder1 (
        .iA(iA),
        .iB(iB),
        .iCarry(iCarry),
        .oSum(sum1),
        .oCarry()
    );
    ripple_carry_adder_Nb #(.ADDER_WIDTH(ADDER_WIDTH)) adder2 (
        .iA(sum1),
        .iB({ADDER_WIDTH{1'b0}}),  
        .iCarry(iCarry),  
        .oSum(sum2),
        .oCarry()
    );
    assign oSum = GENERATE[ADDER_WIDTH] ? sum2 : sum1;  
    assign oCarry = GENERATE[ADDER_WIDTH] | (propagate[ADDER_WIDTH] & iCarry);
endmodule
`timescale 1ns / 1ps
module full_adder(
    input   wire    iA, iB, iCarry,
    output  wire    oSum, oCarry
    );
    assign oSum = iA ^ iB ^ iCarry;    
    assign oCarry =  (iA & iB) | ((iA ^ iB) & iCarry);  
endmodule
`timescale 1ns / 1ps
module ripple_carry_adder_Nb#(
    parameter   ADDER_WIDTH = 16
    )
    (
    input   wire [ADDER_WIDTH-1:0]  iA, iB, 
    input   wire                    iCarry,
    output  wire [ADDER_WIDTH-1:0]  oSum, 
    output  wire                    oCarry
    );
    wire[ADDER_WIDTH-1:0] iC;
    full_adder full_adder_inst1(.iA(iA[0]),.iB(iB[0]),.iCarry(iCarry),.oSum(oSum[0]),.oCarry(iC[0]));
    genvar i;
    generate
        for (i=1; i<ADDER_WIDTH; i=i+1) 
        begin
        full_adder full_adder_inst (
            .iA(iA[i]),
            .iB(iB[i]),
            .oSum(oSum[i]),
            .iCarry(iC[i-1]),
            .oCarry(iC[i])
        );
        end 
    endgenerate
    assign oCarry = iC[ADDER_WIDTH-1];
endmodule
```

## ./run.sh

```bash
#!/bin/bash
# OpenROAD 26Q1-2900-gdf79404cd8, Yosys 0.63+post, stock flow scripts
make -C /OpenROAD-flow-scripts/flow DESIGN_CONFIG=/design/flow/config.mk WORK_HOME=/design/flow/orfs finish
```

## ./config.mk

```make
export PLATFORM = sky130hd
export DESIGN_NAME = carry_bypass
export DESIGN_NICKNAME = carry_bypass
export VERILOG_FILES = /design/flow/design.v
export SDC_FILE = /design/flow/constraint.sdc
export NUM_CORES = 4
export LEC_CHECK = 1
export CORE_UTILIZATION = 40
```

## ./constraint.sdc

```tcl
current_design carry_bypass

set clk_period 39.0
set clk_io_pct 0.2

create_clock -name clk0 -period $clk_period

set non_clock_inputs [all_inputs -no_clocks]
set_input_delay [expr $clk_period * $clk_io_pct] -clock clk0 $non_clock_inputs
set_output_delay [expr $clk_period * $clk_io_pct] -clock clk0 [all_outputs]
```

==> qor.csv <==
stage,metric,value,unit
outcome,outcome,"finished, final reports clean",
synth,top cells by area,"ha_1, fa_1, inv_1",
synth,leading cell types by count after synthesis,"inv_1, ha_1, fa_1",
die,Chip Area,0.00811,sq mm
placed_design,GPL Wtd Cong,0.801,
worst_setup_path,crit-path max FO,3,
flow_run,stage-log warning count,63,
layout,flip-flops,0,
layout,Reg area,0,sq um
min_path,Hold WC Path Type,in -> out,
die,die width,90.0,um
worst_setup_path,Worst setup EP type,output pin,
flow_run,Max Cap Viol,0,
sta,endpoints failing setup,0,
cts,hold_buf cts,0,
worst_setup_path,crit path capture,oSum[31],
sta,Slew Limit Fails,0,
synth,# Cells Yosys,341,
die,Core ar.,0.00737,sq mm
synth,syn_area_per_cell,9.09,sq um
die,Initial Util,42.1,%
cts,# Post-CTS Setup Buffers,0,
cts,post-CTS sizing,0,
layout,Final Core Density,56.4,%
synth,Synth Seq Share,0,%
global_routing,vias in the first global route,2363,
worst_setup_path,crit path DAT,21.64,ns
power_and_ir_drop,Peak VDD IR,0.00720,mV
worst_setup_path,CP Launch Type,input pin,
routing,TritonRoute pass-1 iters,4,
worst_setup_path,Setup CP Type,in -> out,
routing,drt total wl,5.16,mm
routing,DR iter-0 viols,13,
routing,vias per cell,4.35,
die,IO Count,98,
power_and_ir_drop,Pwr Density,15.2,mW/mm^2
sta,Least-Margin Pin Slew,0.518,ns
layout,share of layout cells above drive strength 1,8.26,%
sta,Slew headroom,65.5,%
synth,"area leader, netlist",ha_1,
global_routing,initial antenna violation count,0,
sta,Tmin final,29.44,ns
routing,antenna-violating nets left,0,
synth,Cell Type Count,29,
routing,DR WL/cell,9.64,um
routing,via count,2329,
sta,Hold Fails Final Rpt,0,
global_routing,largest net degree at the start of global routing,27,
worst_setup_path,Required @ worst endpoint,31.20,ns
sta,unrepaired setup endpoints after global routing,false,
placed_design,port bufs,98,
global_routing,global-route usage over all layers,14.1,%
global_routing,grt ovf,0,
synth,area of the mapped netlist,0.00310,sq mm
synth,synthesis area per yosys,0.00310,sq mm
sta,setup TNS,0,ns
routing,Antenna Diode Count,0,
die,Rows,31,
worst_setup_path,first element of the critical path,iA[0],
synth,synthesized instance count,341,
die,Die Height,90.0,um
synth,Yosys top cell by instances,inv_1,
worst_setup_path,"most used cell, CP",fa_1,
synth,yosys warns,0,
global_routing,first-pass GRT wire length,9.63,mm
routing,drt drc,0,
worst_setup_path,Critical-path top delay cell,clkdlybuf4s50_1,
layout,clk_buf instances,0,
synth,top-area cell type share of the netlist area,37.5,%
power_and_ir_drop,leak pwr,0.00225,uW
layout,P&R area growth vs syn,34.0,%
placed_design,post-DP HPWL,4.75,mm
sta,Peak Freq,0.0340,GHz
worst_setup_path,"slowest stage delay, CP",0.45,ns
sta,final critical-path share of the clock period,75.5,%
==> cell type report <==
| cell class | count | area (sq um) |
|---|---|---|
| multi-input combinational | 210 | 2560 |
| timing repair buffer | 98 | 981 |
| fill | 672 | 3220 |
| inverter | 128 | 488 |
| tap | 99 | 124 |
==> critical path: cells and delay by family <==
kind                       cells  cell delay (ns)
adders and majority gates     32            12.29
buffers and inverters          4             1.01
AOI/OAI and AO/OA              1             0.35
and+or+nand+nor                1             0.09
muxes                          1             0.07
==> worst min-delay path by stage <==
stage	start	to	slack (ns)	depth (start not counted)
after CTS	iCarry	oSum[0]	16.76	5
after global routing	iB[0]	oSum[0]	16.81	5
final	iB[0]	oSum[0]	16.73	5
==> cell usage in the layout (no fill, tap or decap), drive strengths merged <==
| cell | count |
|---|---|
| inv | 128 |
| clkdlybuf4s50 | 98 |
| ha | 93 |
| fa | 31 |
| mux2 | 30 |
| a21oi | 14 |
| nand4 | 8 |
| nand2 | 8 |
| o21ai | 4 |
| a21o | 3 |
| nand3 | 3 |
| mux2i | 2 |
| o21a | 2 |
| nand4bb | 1 |
| a311oi | 1 |
| o21bai | 1 |
| nor4 | 1 |
| nor3 | 1 |
| a221oi | 1 |
| nor2 | 1 |
| a22oi | 1 |
| o211ai | 1 |
| o211a | 1 |
| xor2 | 1 |
| o32a | 1 |
==> report_power, final <==
| part | leakage [uW] | internal [uW] | total [uW] | switching, uW |
|---|---|---|---|---|
| Sequential | 0 | 0 | 0 | 0 |
| Clock | 0 | 0 | 0 | 0 |
| Combinational | 0.00225 | 41.1 | 63.3 | 22.1 |
==> logic make-up (layout without fill, tap and decap cells) <==
kind of cell | count (synthesis) | in the layout | share of synthesized area (%)
buf+inv | 131 | 226 | 17.4
simple gates | 23 | 23 | 4.40
mux | 32 | 32 | 13.8
xor+xnor | 1 | 1 | 0.283
compound gates | 30 | 30 | 6.54
fa+ha+maj | 124 | 124 | 57.5
==> per-layer routing <==
| layer | routed length, um | GRT usage, % | up-vias |
|---|---|---|---|
| met4 | 0 | 0 | 0 |
| met2 | 2390 | 24.0 | 55 |
| met3 | 265 | 1.29 | 0 |
| met5 | 0 | 0 | - |
| li1 | - | - | 1246 |
| met1 | 2510 | 21.0 | 1028 |
==> metrics by stage <==
| step | power [uW] | area (sq um) | hold WS [ns] | cells | worst slack, ns |
|---|---|---|---|---|---|
| after floorplan | 35.6 | 3100 | 15.83 | 341 | 10.97 |
| after global placement | 63.9 | 4150 | 16.74 | 535 | 9.60 |
| after detailed placement | 64.4 | 4150 | 16.74 | 535 | 9.56 |
| after CTS | 64.9 | 4150 | 16.76 | 535 | 9.52 |
| after global routing | 72.6 | 4150 | 16.81 | 535 | 9.02 |
| final | 63.3 | 4150 | 16.73 | 535 | 9.56 |
Power is estimated from default activity; no workload was simulated.
